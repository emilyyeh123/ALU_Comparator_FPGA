==> flow/config.mk <==
export PLATFORM = sky130hd
export DESIGN_NAME = lab9_ALU
export DESIGN_NICKNAME = lab9_ALU
export VERILOG_FILES = /design/flow/design.v
export SDC_FILE = /design/flow/constraint.sdc
export NUM_CORES = 4
export LEC_CHECK = 1
export CORE_UTILIZATION = 50
export SYNTH_HDL_FRONTEND = slang
==> flow/run.sh <==
#!/bin/bash
# OpenROAD 26Q1-2900-gdf79404cd8, Yosys 0.63+post, stock flow scripts
make -C /OpenROAD-flow-scripts/flow DESIGN_CONFIG=/design/flow/config.mk WORK_HOME=/design/flow/orfs finish
==> flow/constraint.sdc <==
current_design lab9_ALU

set clk_period 5.1
set clk_io_pct 0.2

create_clock -name clk0 -period $clk_period [get_ports {clock}]

set non_clock_inputs [all_inputs -no_clocks]
set_input_delay [expr $clk_period * $clk_io_pct] -clock clk0 $non_clock_inputs
set_output_delay [expr $clk_period * $clk_io_pct] -clock clk0 [all_outputs]
==> flow/design.v <==
module adder(input logic [5:0] a, b,
				 input logic carryIn,
				 output logic [5:0] z,
				 output logic carryOut, overflow);
	logic [4:0] cOut;
	fullAdder add0(.a(a[0]), .b(b[0]), .carryIn(carryIn), .z(z[0]), .carryOut(cOut[0]));
	fullAdder add1(.a(a[1]), .b(b[1]), .carryIn(cOut[0]), .z(z[1]), .carryOut(cOut[1]));
	fullAdder add2(.a(a[2]), .b(b[2]), .carryIn(cOut[1]), .z(z[2]), .carryOut(cOut[2]));
	fullAdder add3(.a(a[3]), .b(b[3]), .carryIn(cOut[2]), .z(z[3]), .carryOut(cOut[3]));
	fullAdder add4(.a(a[4]), .b(b[4]), .carryIn(cOut[3]), .z(z[4]), .carryOut(cOut[4]));
	fullAdder add5(.a(a[5]), .b(b[5]), .carryIn(cOut[4]), .z(z[5]), .carryOut(carryOut));
	assign overflow = (a[5] & b[5] & ~z[5]) | (~a[5] & ~b[5] & z[5]);
endmodule
module binToDec(input logic [5:0] bin,
					 output logic [3:0] tens, ones);
	logic [5:0] valOut;
	always_comb
	begin
		case(bin[5])
			1'b0:  
				valOut <= bin;
			1'b1:  
				valOut <= (~bin) + 6'b000001;
		endcase
	end
	always_comb
	begin
		tens <= valOut / 10;
		ones <= valOut % 10;
	end
endmodule
module dispSevSeg(input logic [3:0] inDecVal,
						input logic clock, rst,  
						output logic [6:0] dispDecNum);
	logic [6:0] holdDecDisp;
	setSevSeg setDispNum(.inVal(inDecVal), .decDisp(holdDecDisp));
	always_ff@(posedge clock or negedge rst)
	begin
		if(!rst)
			dispDecNum <= 7'b1000000;
		else  
			dispDecNum <= holdDecDisp;
	end
endmodule
module dualSevDisp(input logic [5:0] sixBit, input logic clock, rstIn,  
						 output logic [6:0] dispTens, dispOnes);
	logic [3:0] holdTens, holdOnes;
	binToDec convertToDec(.bin(sixBit), .tens(holdTens), .ones(holdOnes));
	dispSevSeg dispTensVal(.inDecVal(holdTens), .clock(clock), .rst(rstIn), .dispDecNum(dispTens));  
	dispSevSeg dispOnesVal(.inDecVal(holdOnes), .clock(clock), .rst(rstIn), .dispDecNum(dispOnes));  
endmodule
module fsm_control(input logic clock, en, rd_wr_sw, rst,
						 output logic fifo_full, fifo_empty, wr_en, rd_en,
						 output logic [3:0] wr_addr = 4'd0, rd_addr = 4'd0);
	typedef enum logic [1:0] {sIdle, sRead, sWrite} statetype;
	statetype presentState = sIdle, nextState;
	always_ff@(posedge clock or negedge rst)
	begin
		if(!rst)
			presentState <= sIdle;
		else
			presentState <= nextState;
	end
	always_comb
	begin
		case(presentState)
		sIdle:
			if(en == 1'b1 && rd_wr_sw == 1'b0 && fifo_empty == 1'b0)
				nextState <= sRead;
			else if(en == 1'b1 && rd_wr_sw == 1'b1 && fifo_full == 1'b0)
				nextState <= sWrite;
			else
				nextState <= sIdle;
		sRead:
			if(en == 1'b1 && fifo_empty == 1'b0)  
				nextState <= sRead;
			else
				nextState <= sIdle;
		sWrite:
 if(en == 1'b1 && fifo_full == 1'b0)  
				nextState <= sWrite;
			else
				nextState <= sIdle;
		default: nextState <= sIdle;
		endcase
	end
	assign fifo_full = (wr_addr[3] != rd_addr[3]) && (wr_addr[2:0] == rd_addr[2:0]);
	assign fifo_empty = (wr_addr == rd_addr);
	always_ff@(posedge clock or negedge rst)
	begin
		if(!rst)
		begin
			wr_en <= 1'b0;
			rd_en <= 1'b0;
			rd_addr <= 4'd0;  
			wr_addr <= 4'd0;  
		end else begin
			wr_en <= (presentState == sWrite);
			rd_en <= (presentState == sRead);
			if(presentState == sRead) begin
				rd_addr <= rd_addr + 1'b1;  
			end
			if(presentState == sWrite) begin
				wr_addr <= wr_addr + 1'b1;  
			end
		end
	end
endmodule
module fullAdder(input logic a, b, carryIn,
					  output logic z, carryOut);
	always_comb
	begin
		z <= (~a & (b ^ carryIn)) | (a & ~(b ^ carryIn));
		carryOut <= (a & b) | (b & carryIn) | (a & carryIn);
	end
endmodule
module lab8_FIFO(input logic clock, enableButton, rd_wr_sw, rst,
					input logic [14:0] wr_data_in,
					output logic fifo_full, fifo_empty,
					output logic [14:0] rd_data_out);
	logic [3:0] hold_wr_addr, hold_rd_addr;
	fsm_control controlLogic(.clock(clock), .en(enableButton), .rd_wr_sw(rd_wr_sw), .rst(rst),  
									.fifo_full(fifo_full), .fifo_empty(fifo_empty), .wr_en(wr_en), .rd_en(rd_en),
									.wr_addr(hold_wr_addr), .rd_addr(hold_rd_addr));
	memory performMem(.clock(clock), .wr_en(wr_en), .rd_en(rd_en),
							.wr_addr(hold_wr_addr[2:0]), .rd_addr(hold_rd_addr[2:0]), .wr_data(wr_data_in), .rd_data(rd_data_out));
endmodule
module lab9_ALU(input logic clock, rstSw, button, rd_wr_sw,
					 input logic [2:0] instruction_in,
					 input logic [5:0] a, b,
					 output logic [6:0] aTens, aOnes, bTens, bOnes, zTens, zOnes,
					 output logic [2:0] instr_out,
					 output logic fifo_full, fifo_emp, aIsNeg, bIsNeg, zIsNeg);
	logic [5:0] aOut, bOut, zOut;
	logic rstSync, buttonSync;
	reset syncReset(.clock(clock), .rstIn(rstSw), .synchedRst(rstSync));
	synchronizer syncButt(.clock(clock), .a(button), .rst(rstSync), .fallEdge(buttonSync));
	logic [14:0] inputData;
	assign inputData = {instruction_in, a, b};
	logic [14:0] outData;
	lab8_FIFO fifo_mem(.clock(clock), .enableButton(buttonSync), .rd_wr_sw(rd_wr_sw), .rst(rstSync), .wr_data_in(inputData),
							 .fifo_full(fifo_full), .fifo_empty(fifo_emp), .rd_data_out(outData));
	assign instr_out = outData[14:12];
	assign aOut = outData[11:6];
	assign bOut = outData[5:0];
	logic [5:0] zLogic, zMath;
	logic_operation comparisons(.a(aOut), .b(bOut), .comparison(instr_out[1:0]), .zLogic(zLogic));
	sixBitAddSub alu_addSub(.a(aOut), .b(bOut), .addOrSub(instr_out[0]), .z(zMath));
	always_comb
	begin
			aIsNeg <= aOut[5];
			bIsNeg <= bOut[5];
			case(instr_out[2])
				1'b1:  
				begin
					zOut <= zLogic;
					zIsNeg <= 1'b0;
				end
				1'b0:  
				begin
					if(instr_out[1:0] == 00 || instr_out[1:0] == 01)
					begin
						zOut <= zMath;
						zIsNeg <= zOut[5];
					end else begin
						zOut <= 6'b0;
						zIsNeg <= 1'b0;
					end
				end
			endcase
	end
	dualSevDisp dispA(.clock(clock), .rstIn(rstSync), .sixBit(aOut), .dispTens(aTens), .dispOnes(aOnes));
	dualSevDisp dispB(.clock(clock), .rstIn(rstSync), .sixBit(bOut), .dispTens(bTens), .dispOnes(bOnes));
	dualSevDisp dispC(.clock(clock), .rstIn(rstSync), .sixBit(zOut), .dispTens(zTens), .dispOnes(zOnes));
endmodule
module logic_operation(input logic [5:0] a, b,
								input logic [1:0] comparison,
								output logic [5:0] zLogic);
	logic [5:0] twosCompA, twosCompB;
	logic aisNeg, bisNeg;
	always_comb
	begin
		case(a[5])
			1'b0:  
			begin
				twosCompA <= a;
				aisNeg <= 1'b0;
			end
			1'b1:  
			begin
				twosCompA <= (~a) + 6'b000001;
				aisNeg <= 1'b1;
			end
		endcase
		case(b[5])
			1'b0:  
			begin
				twosCompB <= b;
				bisNeg <= 1'b0;
			end
			1'b1:  
			begin
				twosCompB <= (~b) + 6'b000001;
				bisNeg <= 1'b1;
			end
		endcase
	end
	always_comb
	begin
		case(comparison)
			2'b00:
				if(twosCompA == twosCompB)
					zLogic <= 6'd1;
				else
					zLogic <= 6'd0;
			2'b01:
				if(  (!aisNeg && bisNeg) ||
					( (!aisNeg && !bisNeg) && (twosCompA > twosCompB) ) ||
					( (aisNeg && bisNeg) && (twosCompA < twosCompB) ) )
					zLogic <= 6'd1;
				else
					zLogic <= 6'd0;
			2'b10:
				if(  (aisNeg && !bisNeg) ||
					( (!aisNeg && !bisNeg) && (twosCompA < twosCompB) ) ||
					( (aisNeg && bisNeg) && (twosCompA > twosCompB) ) )
					zLogic <= 6'd1;
				else
					zLogic <= 6'd0;
			2'b11:
				if(a == 6'd0)
					zLogic <= 6'd1;
				else
					zLogic <= 6'd0;
			default: zLogic <= 6'd0;
		endcase
	end
endmodule
module memory(input logic clock, wr_en, rd_en,
				  input logic [2:0] wr_addr, rd_addr,
				  input logic [14:0] wr_data,
				  output logic [14:0] rd_data);
	logic [14:0] mem [7:0];
	initial
	begin
		for (int i = 0; i < 8; i = i + 1)
			mem[i] <= i; 
	end
	always_ff@(posedge clock)
	begin
		if(wr_en)
			mem[wr_addr] <= wr_data;
		if(rd_en)
			rd_data <= mem[rd_addr];
	end
endmodule
module reset(input logic clock, rstIn,
				 output logic synchedRst);
	logic intRst;
	always_ff@(posedge clock or negedge rstIn)
	begin
		if(!rstIn)
		begin
			intRst <= 1'b0;
			synchedRst <= 1'b0;
		end else begin
			intRst <= 1'b1;
			synchedRst <= intRst;
		end
	end
endmodule
module setSevSeg(input logic [3:0] inVal,
						output logic [6:0] decDisp);
	always_comb
	begin
		case(inVal)
			4'b0000: decDisp <= 7'b1000000;  
			4'b0001: decDisp <= 7'b1111001;  
			4'b0010: decDisp <= 7'b0100100;  
			4'b0011: decDisp <= 7'b0110000;  
			4'b0100: decDisp <= 7'b0011001;  
			4'b0101: decDisp <= 7'b0010010;  
			4'b0110: decDisp <= 7'b0000010;  
			4'b0111: decDisp <= 7'b1111000;  
			4'b1000: decDisp <= 7'b0000000;  
			4'b1001: decDisp <= 7'b0011000;  
			default: decDisp <= 7'b1000000;
		endcase
	end
endmodule
module sixBitAddSub(input logic [5:0] a, b,
						  input logic addOrSub,
						  output logic [5:0] z,
						  output logic carryOut, overflow,
						  output logic [5:0] aOut, bOut);
	logic [5:0] addZ, subZ;
	logic addCarry, subCarry, addOF, subOF;
	subtractor subCalc(.a(a), .b(b), .z(subZ), .cOut(subCarry), .overflow(subOF));
	adder addCalc(.a(a), .b(b), .carryIn(addOrSub), .z(addZ), .carryOut(addCarry), .overflow(addOF));
	always_comb
	begin
		if(addOrSub == 1)
		begin
			z <= subZ;
			overflow <= subOF;
			carryOut <= subCarry;
		end else  
		begin
			z <= addZ;
			overflow <= addOF;
			carryOut <= addCarry;
		end
		aOut <= a;
		bOut <= b;
	end
endmodule
module subtractor(input logic [5:0] a, b,
						output logic [5:0] z,
						output logic cOut, overflow);
	logic [5:0] inverseB;
	assign inverseB[5] = ~b[5];
	assign inverseB[4] = ~b[4];
	assign inverseB[3] = ~b[3];
	assign inverseB[2] = ~b[2];
	assign inverseB[1] = ~b[1];
	assign inverseB[0] = ~b[0];
	adder sub(.a(a), .b(inverseB), .carryIn(1'b1), .z(z), .carryOut(cOut), .overflow(overflow));
endmodule
module synchronizer(input logic clock, a, rst,
						  output logic fallEdge, riseEdge, synch);
	logic ff1, ff2, ff3;
	always_ff @(posedge clock or negedge rst)
	begin
		if(!rst) begin
			ff1 <= 1'b0;
			ff2 <= 1'b0;
			ff3 <= 1'b0;
		end else begin
			ff1 <= a;
			ff2 <= ff1;
			ff3 <= ff2;
		end
	end
	assign fallEdge = ~ff2 & ff3;
	assign riseEdge = ff2 & ~ff3;
	assign synch = ff2;
endmodule
==> impl_metrics.tcl <==
# collected from the flow reports
set metrics [dict create \
    rows 49 \
    maxCapViolations 0 \
    crit_path_end "dispC.dispOnesVal.dispDecNum[4]" \
    clkLatencyLatePin_ns 0.43 \
    grt_overflow 0 \
    clkTransAtPathRegs_ns 0.07 \
    fp-utilization 0.514 \
    p_switching_mw 1.81 \
    ir_worst_vdd_v 0.000277 \
    core_area_mm2 0.0181 \
    comb_area_mm2 0.00401 \
    leakagePower_nw 4.65 \
    via_per_inst 5.32 \
    firstDrtPassIters 23 \
    top_area_frac 0.434 \
    startpoint_type "flip-flop" \
    nFillCells 1228 \
    hold_viol_final 0 \
    seqPwrFrac 0.356 \
    setup_tns_ns -1.22 \
    dominantRegCellSynth "edfxtp_1" \
    p_sw_frac 0.315 \
    grt_max_degree 59 \
    routed_wl_um 17400 \
    setup_violations 7 \
    portBuffers 68 \
    clock_sinks 195 \
    grt_pass1_vias 5742 \
    synthCells 660 \
    post_drt_wl_per_cell_um 16.4 \
    fin_util 0.663 \
    period_used_share 1.04 \
    drc 0 \
    synth.cell_area_mm2 0.00934 \
    worst_ep_arrival_time_ns 5.66 \
    antenna_found_initial 0 \
    grt_usage 0.205 \
    ys_async_sr_fraction 0.308 \
    max_freq_mhz 189 \
    ios 69 \
    tightest_slew_ns 0.878 \
    p_int_mw 3.92 \
    gp_congestion 0.846 \
    cp_max_fo 4 \
    root_buffer "clkbuf_16" \
    critPathRequiredTime_ns 5.46 \
    area_delta_synth_final_pct 28.9 \
    ant_nets 0 \
    die_height_um 139 \
    yosys.area.top_type "edfxtp_1" \
    cts_buffers 17 \
    dieArea_mm2 0.0192 \
    htree_levels 4 \
    drive_gt1_frac 0.335 \
    slew_headroom 0.411 \
    rrSetupSlack_ns -0.20 \
    ys_seq_share 0.596 \
    yosysUniqueCellTypes 67 \
    warning_count 59 \
    grt_first_pass_wirelength_um 28700 \
    cts-hold-fix-buffers 0 \
    comb_power_share 0.407 \
    critPathKind "reg -> reg" \
    numSynthFlops 195 \
    worstSetupStartpoint "fifo_mem.performMem.rd_data[6]" \
    drt_iter0_markers 286 \
    outcome "finished with violations" \
    ys_cells 660 \
    yosys_warnings 0 \
    worst_slack_ns -0.203 \
    min_path_type "reg -> reg" \
    end_kind "flip-flop" \
    holdWs_ns 0.350 \
    synth.avg_cell_area_um2 14.1 \
    dp_hpwl_um 11500 \
    edf_count 135 \
    rsz0062_at_grt "yes" \
    clk_path_buf_depth 2 \
    via_count 5628 \
    p_per_area_mw_per_mm2 476 \
    die_width_um 139 \
    ys_area_mm2 0.00934 \
    r2r_cells 24 \
    flop_area_mm2 0.00557 \
    fin_crit_ns 5.30 \
    fin_skew_ns 0.00970 \
    cts_tree "yes" \
    insertedDiodeCount 0 \
    r2r-start "fifo_mem.performMem.rd_data[6]" \
    area_leaders "edfxtp_1, dfrtp_1, ha_1, mux4_2, mux2_2" \
    min_path_cells 0 \
    reg2reg_to "dispC.dispOnesVal.dispDecNum[4]" \
    drv_slew 0 \
    power_frac_clock 0.237 \
    violations "negative setup slack" \
]
-- power groups by stage --
| stage | registers (mW) | logic [mW] | clock network [mW] |
|---|---|---|---|
| 4_1_cts | 2.04 | 2.30 | 1.38 |
| 5_1_grt | 2.06 | 2.58 | 1.45 |
| 6_report | 2.04 | 2.33 | 1.36 |
-- flip-flops by register name, summed over array words and instances, names as in the netlist, 3 cells and up --
signal / count
dispA.dispOnesVal.dispDecNum: 7
dispA.dispTensVal.dispDecNum: 7
dispB.dispOnesVal.dispDecNum: 7
dispB.dispTensVal.dispDecNum: 7
dispC.dispOnesVal.dispDecNum: 7
dispC.dispTensVal.dispDecNum: 7
fifo_mem.controlLogic.presentState: 3
fifo_mem.controlLogic.rd_addr: 4
fifo_mem.controlLogic.wr_addr: 4
fifo_mem.performMem.mem: 120
fifo_mem.performMem.rd_data: 15
-- cell usage in the layout, fill, tap and decap left out, drive strengths merged, types with 3 or more instances in the layout --
| cell | synthesis | final |
|---|---|---|
| mux4 | 30 | 30 |
| clkbuf | 14 | 17 |
| or2 | 3 | 3 |
| a211oi | 5 | 5 |
| mux2i | 11 | 11 |
| nor2b | 6 | 6 |
| dfrtp | 53 | 53 |
| nand2b | 15 | 15 |
| mux2 | 20 | 20 |
| or3 | 3 | 3 |
| a31oi | 4 | 4 |
| xor2 | 7 | 7 |
| ha | 55 | 55 |
| nor2 | 42 | 42 |
| nor3 | 7 | 7 |
| nand2 | 45 | 45 |
| inv | 43 | 54 |
| buf | 10 | 93 |
| o21a | 5 | 5 |
| o31ai | 3 | 3 |
| xnor2 | 19 | 19 |
| nand3 | 6 | 6 |
| fa | 8 | 8 |
| dfstp | 7 | 7 |
| o21ai | 21 | 21 |
| a21o | 5 | 5 |
| a21oi | 21 | 21 |
| clkdlybuf4s50 | 0 | 68 |
| nand3b | 3 | 3 |
| edfxtp | 135 | 135 |
| nor3b | 8 | 8 |
| and2 | 7 | 7 |
| o211ai | 5 | 5 |
-- timing repair --
action	CTS	global route
pin swaps	28	13
setup buffers	10	3
resized	47	23
setup endpoints to repair	14	14
-- cells in the mapped netlist, types with 5 or more instances --
cell      number
a211oi_1       5
nand2_1       45
a21oi_1       21
and2_1         7
fa_1           8
inv_1         43
o21ai_0       17
nand2b_1      15
nor3_1         7
xor2_1         7
ha_1          55
nor2b_1        6
dfstp_2        7
nor2_1        42
dfrtp_1       53
a21o_1         5
nor3b_1        7
edfxtp_1     135
clkbuf_1      14
mux2i_1       11
mux2_2        19
o21a_1         5
mux4_2        30
xnor2_1       19
nand3_1        6
-- per-stage QoR --
step	instance area (µm²)	setup WS (ns)	std cells	total power [mW]
finish	12000	-0.203	1057	5.73
global route	12000	-0.419	1057	6.08
CTS	11900	-0.222	1054	5.72
detailed placement	11100	-0.252	1013	4.21
global placement	11100	-0.242	1013	4.20
floorplan	9630	-0.332	660	3.45
-- logic make-up after synthesis --
family / count (synthesis) / share of synthesized area
multiplexers: 61 / 0.108
other: 1 / 0.000402
AND-OR/OR-AND: 90 / 0.0655
flip-flops: 195 / 0.596
XOR/XNOR: 26 / 0.0244
adder cells (fa/ha/maj): 64 / 0.0919
AND/OR/NAND/NOR: 156 / 0.0836
buffers and inverters: 67 / 0.0299
-- critical path, stage by stage (launching register included) --
cell and delay (ns):
edfxtp_1 0.46, inv_2 0.13, ha_4 0.14, inv_2 0.04, fa_2 0.33, fa_2 0.35
fa_2 0.34, fa_2 0.34, mux2i_2 0.21, xnor2_2 0.13, buf_4 0.15, a31oi_4 0.19
xor2_4 0.18, nand2_2 0.10, ha_4 0.18, inv_2 0.05, ha_4 0.21, a2bb2oi_4 0.17
o21ai_2 0.15, mux2_4 0.32, and2_4 0.17, ha_4 0.21, a22o_4 0.27, mux2_4 0.30
o21ai_2 0.11
-- layer usage --
metal,share of wire,vias up,global-route usage
met1,0.43,2721,0.308
li1,-,2732,-
met3,0.056,24,0.0672
met5,0,-,0
met4,0.010,0,0.0187
met2,0.50,151,0.334
-- worst min-delay path by stage --
stage / from / endpoint
5_1_grt: syncReset.intRst / syncReset.synchedRst
6_report: syncButt.ff1 / syncButt.synch
4_1_cts: syncButt.ff1 / syncButt.synch
-- layout make-up --
| cell class | count | share of cell area |
|---|---|---|
| Sequential cell | 195 | 0.462 |
| Tap cell | 229 | 0.0238 |
| Clock buffer | 17 | 0.0353 |
| Inverter | 43 | 0.0138 |
| Timing Repair Buffer | 161 | 0.117 |
| Clock inverter | 14 | 0.0144 |
| Multi-Input combinational cell | 398 | 0.333 |
No activity file was given, so power comes from the tool's default toggle rates.
